`flow/config.mk`:
```
export PLATFORM = sky130hd
export DESIGN_NAME = sequential_elevator
export DESIGN_NICKNAME = sequential_elevator
export VERILOG_FILES = /design/flow/design.v
export SDC_FILE = /design/flow/constraint.sdc
export NUM_CORES = 4
export LEC_CHECK = 1
export CORE_AREA = 10 10 88 88
export DIE_AREA = 0 0 98 98
```
`flow/constraint.sdc`:
```
current_design sequential_elevator

set clk_period 2.1
set clk_io_pct 0.2

create_clock -name clk0 -period $clk_period [get_ports {clk}]

set non_clock_inputs [all_inputs -no_clocks]
set_input_delay [expr $clk_period * $clk_io_pct] -clock clk0 $non_clock_inputs
set_output_delay [expr $clk_period * $clk_io_pct] -clock clk0 [all_outputs]
```
`flow/run.sh`:
```
#!/bin/bash
# OpenROAD 26Q1-2900-gdf79404cd8, Yosys 0.63+post, stock flow scripts
make -C /OpenROAD-flow-scripts/flow DESIGN_CONFIG=/design/flow/config.mk WORK_HOME=/design/flow/orfs finish
```
`flow/design.v`:
```
module sequential_elevator (
    input  clk,
    rst,
    floor_button1,
    floor_button2,
    floor_button3,
    elevator_arrived,
    output floor1_led,
    floor2_led,
    floor3_led,
    elevator_direction,
    door_open
);
  parameter IDLE = 2'd0;
  parameter GOING_UP = 2'd1;
  parameter GOING_DOWN = 2'd2;
  parameter WAITING = 2'd3;
  parameter CHECK_NEXT_REQUEST = 2'd4;
  parameter T_WAIT = 4;   
  parameter T_DOOR = 2;   
  reg [1:0] current_state;
  reg [1:0] next_state;
  reg [1:0] current_floor;
  reg [1:0] next_floor;
  reg [2:0] floor_requests;
  reg [1:0] direction;
  reg [3:0] wait_counter;  
  reg [3:0] door_counter;  
  reg door_open;
  assign floor1_led = (current_floor == 2'b00);
  assign floor2_led = (current_floor == 2'b01);
  assign floor3_led = (current_floor == 2'b10);
  assign elevator_direction = direction;
  always @(posedge clk) begin
    if (rst) begin
      current_state <= IDLE;
      current_floor <= 2'b00;
      next_floor <= 2'b00;
      floor_requests <= 3'b000;
      direction <= 2'b00;
      wait_counter <= 4'b0000;
      door_counter <= 4'b0000;
      door_open <= 1'b0;
    end else begin
      current_state <= next_state;
      current_floor <= next_floor;
      floor_requests <= floor_requests | (floor_button1 << 0) | (floor_button2 << 1) | (floor_button3 << 2);
      case (current_state)
        IDLE: begin
          if (floor_requests != 3'b000) begin
            if ((floor_requests & (3'b111 << current_floor)) != 3'b000) begin
              next_state = GOING_UP;
              next_floor = current_floor + 1;
              direction  = 2'b01;
            end else begin
              next_state = GOING_DOWN;
              next_floor = current_floor - 1;
              direction  = 2'b10;
            end
            wait_counter <= T_WAIT;
          end else begin
            next_state = IDLE;
            next_floor = current_floor;
            direction  = 2'b00;
            wait_counter <= 4'b0000;
          end
        end
        GOING_UP: begin
          if (elevator_arrived) begin
            if ((floor_requests & (1 << current_floor)) != 0) begin
              next_state = WAITING;
              next_floor = current_floor;
              direction  = 2'b00;
              wait_counter <= T_WAIT;
              door_open <= 1'b1;
              door_counter <= T_DOOR;
            end else begin
              next_state = GOING_UP;
              next_floor = current_floor + 1;
              direction  = 2'b01;
              wait_counter <= 4'b0000;
            end
          end else begin
            next_state = GOING_UP;
            next_floor = current_floor;
            direction  = 2'b01;
            wait_counter <= 4'b0000;
          end
        end
        GOING_DOWN: begin
          if (elevator_arrived) begin
            if ((floor_requests & (1 << current_floor)) != 0) begin
              next_state = WAITING;
              next_floor = current_floor;
              direction  = 2'b00;
              wait_counter <= T_WAIT;
              door_open <= 1'b1;
              door_counter <= T_DOOR;
            end else begin
              next_state = GOING_DOWN;
              next_floor = current_floor - 1;
              direction  = 2'b10;
              wait_counter <= 4'b0000;
            end
          end else begin
            next_state = GOING_DOWN;
            next_floor = current_floor;
            direction  = 2'b10;
            wait_counter <= 4'b0000;
          end
        end
        WAITING: begin
          if (door_counter > 4'b0000) begin
            door_counter <= door_counter - 4'b0001;
            door_open <= 1'b1;
            next_state <= WAITING;
          end else if (wait_counter > 4'b0000) begin
            wait_counter <= wait_counter - 4'b0001;
            door_open <= 1'b1;
          end else begin
            floor_requests <= floor_requests & ~(1 << current_floor);
            next_state <= CHECK_NEXT_REQUEST;
            door_open <= 1'b0;
          end
        end
        CHECK_NEXT_REQUEST: begin
          if (floor_requests != 3'b000) begin
            if (floor_requests > current_floor) begin
              next_state = GOING_UP;
              next_floor = current_floor + 1;
              direction  = 2'b01;
            end else begin
              next_state = GOING_DOWN;
              next_floor = current_floor - 1;
              direction  = 2'b10;
            end
          end else begin
            next_state = IDLE;
            next_floor = current_floor;
            direction  = 2'b00;
          end
        end
      endcase
    end
  end
endmodule
```
==> results.yml <==
# physical design summary
logic_synthesis:
  syn-instance-count: 145
  ys.flops: 21
  ys.flop_type: "dfxtp_1"
  ys_area_um2: 1255
  ys_seq_frac: 0.3509
  syn_avg_cell_area_um2: 8.655
  async_reset_ff_frac: 0
  synthDistinctLibCells: 44
  edf_count: 2
  syn_area_um2: 1255
  yosysCellCount: 145
  yosysWarnings: 2
die:
  die_width_um: 98
  die_h_um: 98
  io_pins: 11
  initCoreUtil: 0.2120
  core_um2: 5921
  die-area_um2: 9604
  rows: 28
grt:
  grt_pass1_wl_um: 4823
  grt_pass1_vias: 1011
  antenna_found_initial: 0
  grt_usage: 0.05764
  grt_remaining_overflow: 0
  grt_max_degree: 12
cells_and_area:
  fin_util: 0.2578
  mostFrequentLayoutCell: "dfxtp_1"
  area_delta_synth_final_pct: 21.63
  stdcell_count: 236
  final_cell_mix: "19 x dfxtp_1, 13 x inv_1, 12 x ha_1, 11 x o21ai_0"
  layout-drive-gt1-share: 0.1056
run:
  maxCapViolCount: 0
  tool_warnings: 33
clocking:
  htree_levels: 1
  post_cts_buffers: 0
  clk_pin_slew_ns: 0.08
  ctsLongestPathBuffers: 2
  clock_latency_ns: 0.26
  numCtsBuffers: 3
  cts.sinks: 21
  hold_buffers: 0
  cts_tree: "built"
  cts_resized: 0
  root_buffer: "clkbuf_8"
final_timing:
  fin_skew_ns: 0.01006
  slew_headroom: 0.6338
  tightest_slew_ns: 0.5451
  fin_crit_ns: 1.947
  setup_viol_count_final: 0
  final-hold-violation-count: 0
  tns_ns: 0
  period_used_share: 0.9272
  timing.fmax_mhz: 513.6
  slew_violations: 0
  rsz0062_at_grt: "no"
worst_setup_path:
  crit_start: "current_floor[0]"
  r2r_start: "current_floor[0]"
  critPathRequiredTime_ns: 2.10
  worstPathArrival_ns: 1.95
  critical_path_class: "flop to flop"
  reg2reg_depth: 7
  cp-end-kind: "flop"
  start_kind: "flop"
  path_max_fanout: 8
detailed_routing:
  via_per_inst: 4.602
  drtIter0Drc: 46
  first_pass_iters: 4
  route.vias.total: 1086
  wl_um: 2856
  drcViolationCount: 0
  diodes: 0
  avgRoutedWirePerCell_um: 12.10
  antenna_left: 0
placement:
  hpwlAfterDp_um: 2196
  post-place-cells: 232
  gp_congestion: 0.8295
  io_buffers: 10
status:
  outcome: "completed"
power:
  p_leak_nw: 0.5987
  ir_drop_mv: 0.2739
  p_total_mw: 1.055
  power_density_nw_per_um2: 691.1
hold_path:
  hold_class: "flop to flop"
  hold_path.startpoint: "next_floor[0]"
  hold_path_depth: 1
==> cell usage after synthesis (2+ instances only) <==
cell	instances	area share
dfxtp_1	19	0.30
inv_1	13	0.039
ha_1	12	0.12
o21ai_0	11	0.044
nand2_1	10	0.030
a21oi_1	9	0.036
nor2_1	7	0.021
nor2b_1	7	0.035
clkbuf_1	4	0.012
nand3_1	4	0.016
or3_1	4	0.020
a31oi_1	3	0.015
nand4_1	3	0.015
nor3_1	3	0.012
a211oi_1	2	0.012
a221o_1	2	0.016
a221oi_1	2	0.014
edfxtp_1	2	0.048
o22ai_1	2	0.010
or2_2	2	0.010
==> metrics by stage <==
stage	setup WS, ns	hold slack (ns)	cell area (um2)
final	0.1528	0.4530	1526
after global routing	0.005292	0.4911	1526
after CTS	0.1369	0.4614	1526
after detailed placement	0.1492	0.4429	1481
after global placement	0.1734	0.4338	1481
after floorplan	0.06243	0.4285	1255
==> layer usage <==
layer / global-route usage / vias up / share of wire
li1: - / 563 / -
met1: 0.08197 / 506 / 0.50
met2: 0.09391 / 15 / 0.46
met3: 0.007112 / 2 / 0.023
met4: 0.006711 / 0 / 0.012
met5: 0 / - / 0
==> final cells by class <==
type,instances,area [um2]
fill,643,4394
tap,75,93.84
clock buffer,4,45.04
sequential,21,440.4
timing repair buffer,17,152.6
multi-input combinational,106,745.7
inverter,13,48.80
==> worst paths after layout <==
check / end / slack [ns]
hold / removal: current_floor[0] / 0.45
setup reg to reg: next_state[1] / 0.15
hold reg to reg: current_floor[0] / 0.45
setup / recovery: next_state[1] / 0.15
==> power breakdown <==
group | leakage, nW | internal (mW) | switching [mW]
clock | 0.0228 | 0.135 | 0.129
sequential | 0.177 | 0.447 | 0.0300
combinational | 0.399 | 0.148 | 0.165
==> worst max-delay path, stage by stage, from the launching register on <==
cell and delay, ns:
dfxtp_1 0.38, inv_1 0.09, ha_1 0.24, a222oi_1 0.34, buf_4 0.21, nor2_1 0.08
a211oi_1 0.23, o22ai_1 0.11
==> registers in the layout, summed over array words and instances, names as in the netlist <==
signal / count
current_floor: 2
current_state: 2
direction: 1
door_counter: 4
door_open: 1
floor_requests: 3
next_floor: 2
next_state: 2
wait_counter: 4
==> logic make-up (layout without fill, tap and decap cells) <==
group	after synthesis	in the layout	synth area share
adders and majority gates	12	12	0.1196
buffers and inverters	18	34	0.05483
muxes	2	2	0.01695
xor gates and xnor gates	2	2	0.01396
and+or+nand+nor	46	46	0.1994
AOI/OAI and AO/OA	44	44	0.2443
DFF	21	21	0.3509
Power and IR drop assume default switching activity.
